==> /design/flow/design.v <==
module blink (
    input clock,
    output led
);
parameter clock_freq = 12_000_000;  
localparam MAX_COUNT = clock_freq;
localparam MAX_COUNT_UPPER = $clog2(MAX_COUNT) - 1;
reg [MAX_COUNT_UPPER:0] counter;
reg led_reg;
assign led = led_reg;
always@(posedge clock)
begin
    if(counter < MAX_COUNT/2)
        led_reg <= 1;
    else
        led_reg <= 0;
    if(counter >= MAX_COUNT)
        counter <= 0;
    else
        counter <= counter + 1;
end
endmodule
==> /design/flow/run.sh <==
#!/bin/bash
# OpenROAD 26Q1-2900-gdf79404cd8, Yosys 0.63+post, stock flow scripts
make -C /OpenROAD-flow-scripts/flow DESIGN_CONFIG=/design/flow/config.mk WORK_HOME=/design/flow/orfs finish
==> /design/flow/config.mk <==
export PLATFORM = sky130hd
export DESIGN_NAME = blink
export DESIGN_NICKNAME = blink
export VERILOG_FILES = /design/flow/design.v
export SDC_FILE = /design/flow/constraint.sdc
export NUM_CORES = 4
export LEC_CHECK = 1
export CORE_AREA = 10 10 86 86
export DIE_AREA = 0 0 96 96
==> /design/flow/constraint.sdc <==
current_design blink

set clk_period 2.7
set clk_io_pct 0.2

create_clock -name clk0 -period $clk_period [get_ports {clock}]

set non_clock_inputs [all_inputs -no_clocks]
set_input_delay [expr $clk_period * $clk_io_pct] -clock clk0 $non_clock_inputs
set_output_delay [expr $clk_period * $clk_io_pct] -clock clk0 [all_outputs]
==> results_dict.tcl <==
# yosys + openroad results
set metrics [dict create \
    fin_setup_tns_ps 0 \
    ys_cells 144 \
    grt_remaining_overflow 0 \
    vias 998 \
    tool_warnings 25 \
    rsz0062_at_grt "false" \
    synth_flops 25 \
    crit_slowest_cell "or4_1" \
    drtPass1Iterations 4 \
    finalSetupViolCount 0 \
    vias_per_cell 4.69 \
    clock_sinks 25 \
    arrival_ps 2140 \
    tritoncts "yes" \
    cts_buffers 3 \
    power.internal_uw 474 \
    fin_skew_ps 8.26 \
    post_cts_buffers 0 \
    yosys_area_um2 1240 \
    fill_cells 617 \
    whs_path_depth 1 \
    ys_seq_share_pct 40.4 \
    ys_types 32 \
    dpl.hpwl_mm 1.56 \
    fmax_mhz 512 \
    place_area_um2 1300 \
    end_kind "flop" \
    largest_reg_flops 24 \
    worstMarginPinSlew_ps 767 \
    cts_root_buffer "clkbuf_8" \
    critPathRequiredTime_ps 2890 \
    async_reset_ff_share_pct 0 \
    wl_per_cell_um 10.9 \
    layout_top_cell "dfxtp_1" \
    clk_path_buf_depth 2 \
    post_synth.cell_area_avg_um2 8.59 \
    crit_family "simple AND/OR/NAND/NOR gates" \
    dr.first_iter.drc_count 47 \
    switching_share_pct 19.4 \
    grt_pass1_wl_mm 4.34 \
    hold_violations 0 \
    hp-class "reg -> reg" \
    initCoreUtil_pct 22.3 \
    final_area_um2 1350 \
    start_kind "flop" \
    rows 27 \
    final.min_clock_period_ps 1950 \
    worstRegToRegCells 4 \
    final_cells 213 \
    area_growth_pct 8.90 \
    grt_use_total_pct 5.57 \
    n_antenna_cell 0 \
    synth_area_um2 1240 \
    p_comb_share_pct 0 \
    timing.final.crit_share_pct 72.3 \
    final_cell_mix "dfxtp_1, a21oi_1, xnor2_1" \
    cp_num_buf_inv 0 \
    cts_resized 0 \
    port_buffers 1 \
    gp_congestion 0.782 \
    pwr-share-clk_pct 37.3 \
    ant_nets 0 \
    max_stage_delay_ps 680 \
    cp_num_cells 4 \
    path_class "reg -> reg" \
    relSlewSlack_pct 48.9 \
    drv_cap 0 \
    die_area_um2 9220 \
    synth-main-ff-cell "dfxtp_1" \
    ir_drop_v 0.000304 \
    edf_count 0 \
    die_height_um 96 \
    drv_slew 0 \
    ioPinCount 2 \
    cts_hold_buf 0 \
    die_w_um 96 \
    cp_cell_sequence "nand3_1 > or4_1 > or3_1 > a22oi_1" \
    clock.latency.late_pin_ps 270 \
    final_layout_size_suffix_gt1_share_pct 5.67 \
    clk_pin_slew_ps 90 \
    core_um2 5540 \
    status "finished clean" \
    power.density_nw_per_um2 436 \
    ctsHtreeMaxLevel 1 \
    syn_inst 144 \
    pwr-share-seq_pct 62.7 \
    leakage_uw 0.000430 \
    yosysWarnings 1 \
    cp_max_fo 7 \
    p_switching_uw 114 \
    grt_start_max_net_pins 25 \
    routed_wirelength_mm 2.33 \
    dp.cells 209 \
    grt_pass1_vias 950 \
    antenna_found_initial 0 \
    drc 0 \
]
## final cells by class
type,instances,area (um2),area share [%]
Multi-Input combinational cell,108,687,51.0
Inverter,2,7.51,0.557
Sequential cell,25,500,37.1
Timing Repair Buffer,2,17.5,1.30
Tap cell,72,90.1,6.69
Clock buffer,4,45.0,3.34
## power groups by stage
| stage | Combinational (uW) | Sequential, uW | Clock [uW] |
|---|---|---|---|
| CTS | 0.000206 | 368 | 229 |
| global route | 0.000206 | 368 | 246 |
| finish | 0.000206 | 368 | 219 |
## Yosys cell counts, types with 2 or more instances
master    number  area [um2]
nor4_1         5        31.3
or4_1          4        30.0
inv_1          2        7.51
dfxtp_1       25         500
a22oi_1        7        52.6
and4_1         2        17.5
nor2_1         4        15.0
clkbuf_1       7        26.3
nand2_1       11        41.3
a21oi_1       18        90.1
o21ai_0        6        30.0
nand3_1        9        45.0
o31ai_1        3        22.5
or3_1          4        25.0
nor3_1         6        30.0
nand4_1        3        18.8
xor2_1         2        17.5
xnor2_1       12         105
## path summary, 6_finish.rpt
kind	end	startpoint	slack, ps
worst max-delay path	counter[20]	counter[8]	750
worst min-delay path	counter[0]	counter[0]	510
worst max register to register	counter[20]	counter[8]	750
worst min register to register	counter[0]	counter[0]	510
## cell families after synthesis
group	share of synthesized area [%]
flip-flops	40.4
AND-OR/OR-AND	20.0
buffers and inverters	4.04
AND/OR/NAND/NOR	24.6
adder cells (fa/ha/maj)	1.01
XOR/XNOR	9.91
## per-layer routing
| metal | global-route usage [%] | routed length (um) | part of all wire (%) | vias to the layer above |
|---|---|---|---|---|
| met4 | 0.491 | 16 | 0.69 | 0 |
| met2 | 8.52 | 985 | 42 | 5 |
| met1 | 8.03 | 1240 | 53 | 464 |
| met5 | 0 | 0 | 0 | - |
| met3 | 1.49 | 84 | 3.6 | 2 |
| li1 | - | - | - | 527 |
## per-stage QoR
step           util (%)  setup slack [ps]  hold WS (ps)  total power [uW]
2_1_floorplan         -               891           451               377
3_3_place_gp       23.5               786           485               377
3_5_place_dp       23.5               797           491               377
4_1_cts            24.3               756           512               597
5_1_grt            24.3               624           540               614
6_report           24.3               747           514               588
Power and IR drop assume default switching activity.
